==> flow/design.v <==
module pipo_shift_reg(
    input  wire [15:0] data_in,         
    input  wire        load_en,         
    input  wire [1:0]  shift_mode,      
    input  wire        clk,             
    input  wire        rst_n,           
    output reg  [15:0] data_out         
);
reg [15:0] shift_reg;
always @(posedge clk or negedge rst_n) begin
    if (!rst_n) begin
        shift_reg <= 16'h0000;
        data_out  <= 16'h0000;
    end else begin
        if (load_en) begin
            shift_reg <= data_in;
        end
        case (shift_mode)
            2'b00: begin     
                shift_reg <= {shift_reg[14:0], 1'b0};
                data_out  <= {shift_reg[14:0], 1'b0};
            end
            2'b01: begin     
                shift_reg <= {1'b0, shift_reg[15:1]};
                data_out  <= {1'b0, shift_reg[15:1]};
            end
            2'b10: begin     
                shift_reg <= {shift_reg[14:0], 1'b0};
                data_out  <= {shift_reg[14:0], 1'b0};
            end
            2'b11: begin     
                shift_reg <= {shift_reg[15], shift_reg[15:1]};
                data_out  <= {shift_reg[15], shift_reg[15:1]};
            end
        endcase
    end
end
endmodule
==> flow/run.sh <==
#!/bin/bash
# OpenROAD 26Q1-2900-gdf79404cd8, Yosys 0.63+post, stock flow scripts
make -C /OpenROAD-flow-scripts/flow DESIGN_CONFIG=/design/flow/config.mk WORK_HOME=/design/flow/orfs finish
==> flow/config.mk <==
export PLATFORM = sky130hd
export DESIGN_NAME = pipo_shift_reg
export DESIGN_NICKNAME = pipo_shift_reg
export VERILOG_FILES = /design/flow/design.v
export SDC_FILE = /design/flow/constraint.sdc
export NUM_CORES = 4
export LEC_CHECK = 1
export CORE_AREA = 10 10 76 76
export DIE_AREA = 0 0 86 86
==> flow/constraint.sdc <==
current_design pipo_shift_reg

set clk_period 1.6
set clk_io_pct 0.2

create_clock -name clk0 -period $clk_period [get_ports {clk}]

set non_clock_inputs [all_inputs -no_clocks]
set_input_delay [expr $clk_period * $clk_io_pct] -clock clk0 $non_clock_inputs
set_output_delay [expr $clk_period * $clk_io_pct] -clock clk0 [all_outputs]
==> GITHUB_STEP_SUMMARY <==
### Metrics collected by this job

| Metric | Value |
|---|---|
| Setup TNS | 0 ps |
| Top flop regs | data_out: 16 flops |
| Setup Buffers After CTS | 0 |
| Post-Syn Instances | 36 |
| Chip footprint | 0.00740 mm² |
| Synth Register Bits | 16 |
| # DRC | 0 |
| Sink Count | 16 |
| Yosys cell count | 36 |
| GPL Wtd Cong | 0.681 |
| Clk latency late pin | 250 ps |
| Max_cap viols | 0 |
| Time the worst path needs with I/O delays and setup | 1440 ps |
| Comb pwr share | 0.086 |
| Total tool warning count | 42 |
| Most numerous logic cell after layout | clkdlybuf4s50_1 |
| Core area | 0.00412 mm² |
| First DRT Iteration DRCs | 21 |
| Clk pwr share | 0.411 |
| Sequential power share | 0.503 |
| Setup Viol. Count Final | 0 |
| Placed cell area | 886 µm² |
| Worst-path clk slew | 60 ps |
| Maximum vdd ir drop | 427 µV |
| Overall Global Routing Usage | 0.0380 |
| GRT Residual Overflow | 0 |
| Top cell type by total area after synthesis | dfrtp_1 |
| Row cnt | 23 |
| Die Y | 86 µm |
| Slowest-stage cell, CP | clkdlybuf4s50_1 |
| Biggest area cells | dfrtp_1 63%, mux2_4 17%, mux2_2 12%, buf_12 3.1%, buf_6 1.8% |
| DP Cell Count | 105 |
| Area share, top type | 0.629 |
| TritonCTS clock tree | done |
| CP max stage delay | 490 ps |
| Register area share after synthesis | 0.629 |
| Mean routed wirelength per cell | 12.8 µm |
| Status | complete, no violations |
| Area Growth Syn to Fin | 47.7% |
| Worst R2R Setup Slack | 810 ps |
| DR pass1 iterations | 2 |
| RSZ-0062 raised after global routing | no |
| PnR worst setup slack | 159 ps |
| Min-delay worst type | in -> async |
| Mapped cell area | 637 µm² |
| CP bufs+invs | 1 |
| WS Path Type | reg -> out |
| Initial antenna violation count | 0 |
| Startpoint types | flop |
| Mean Syn Cell Area | 17.7 µm² |
| Hold Buf Count CTS | 0 |
| Synth warnings | 1 |
| Post-route insts no fill | 109 |
| Largest net degree at the start of global routing | 18 |
| Vias per std cell | 3.39 |
| NetSw | 0.165 mW |
| Critical Path Sink Type | output pin |
| Vias | 370 |
| ANT cells | 0 |
| Root buf cell | clkbuf_8 |
| Number of flip-flops in the largest register | 16 |
| H-tree Lvls | 1 |
| Cycle use final | 0.900 |
| Relative slew slack | 0.866 |
| Worst-margin pin slew | 201 ps |
| Port Buf Inserts | 19 |
| Internal Power | 0.685 mW |
| CTS buffer count | 3 |
| CP Cell Sequence | clkdlybuf4s50_1 |
| Setup WS pre-CTS | 141 ps |
| Critical Path RT | 1280 ps |
| Die X | 86 µm |
| First-pass GRT wire length | 2270 µm |
| CP Max Fanout | 3 |
| Routed WL | 1400 µm |
| Max Root-Sink Buffers | 2 |
| Layout Cell Area excl Fill | 941 µm² |
| Post-CTS sizing | 0 |
| Max-slew violations | 0 |
| I/O Pins | 37 |
| Top delay family on crit path | buffers and inverters |
| Final Hold Viols | 0 |
| Filler cell count | 432 |
| Vias in the first global route | 420 |
| Yosys stat area | 637 µm² |
| Layout cell share with drive strength beyond 1 | 0.356 |
| Static leakage | 0.432 nW |
| Max Clk Rate | 694 MHz |
| Routed Antenna Nets | 0 |
| Net Sw Frac | 0.195 |
| FP Core Util | 0.155 |
| CP Data Arrival Time | 1120 ps |
| Largest Register | data_out |
| Final Util | 0.229 |
| Count of different cell masters after synthesis | 9 |
| Dominant logic cell types in the final layout | 19 x clkdlybuf4s50_1, 16 x dfrtp_1, 7 x mux2_4, 7 x mux2_2, 4 x clkbuf_8 |
| Pwr per Cell Area | 903 mW/mm² |
| Setup Skew | 5.80 ps |
[kinds of logic (layout without fill, tap and decap cells)]
kind of cell	after synthesis	after routing	synth area share
AND-OR/OR-AND	1	1	0.00785
buffers and inverters	3	26	0.0550
flip-flops	16	16	0.629
multiplexers	14	14	0.289
AND/OR/NAND/NOR	2	2	0.0196
[per-layer routing]
| layer | vias up | routed length, µm | track usage |
|---|---|---|---|
| met1 | 184 | 654 | 0.0490 |
| li1 | 173 | - | - |
| met2 | 13 | 595 | 0.0554 |
| met4 | 0 | 0 | 0.00299 |
| met5 | - | 0 | 0 |
| met3 | 0 | 146 | 0.0229 |
[cell usage after synthesis]
cell     instances
dfrtp_1         16
mux2_2           7
buf_12           1
buf_6            1
o21ai_0          1
mux2_4           7
nand3_1          1
inv_1            1
and2_2           1
[power by group through the flow]
stage / Clock (mW) / Sequential (mW) / Combinational, mW
4_1_cts: 0.357 / 0.428 / 0.0752
5_1_grt: 0.371 / 0.429 / 0.0794
6_report: 0.350 / 0.427 / 0.0728
[final cells by class]
cell class                 count  area (µm²)  area share
clock buffer                   4        55.1      0.0585
tap                           50        62.6      0.0665
inverter                       1        3.75     0.00399
timing repair buffer          21         218       0.231
multi-input combinational     17         201       0.214
sequential                    16         400       0.426
[final timing paths]
path	startpoint	end	cells after the start
max reg2reg	data_out[2]$_DFF_PN0_	data_out[3]$_DFF_PN0_	1
max in group asynchronous	rst_n	data_out[6]$_DFF_PN0_	2
min reg2reg	data_out[0]$_DFF_PN0_	data_out[1]$_DFF_PN0_	1
min	rst_n	data_out[4]$_DFF_PN0_	2
max	data_out[3]$_DFF_PN0_	data_out[3]	1
min in group clk0	data_out[0]$_DFF_PN0_	data_out[1]$_DFF_PN0_	1
[metrics by stage]
step,hold WS (ps),power (mW)
floorplan,24.4,0.462
global placement,499,0.508
detailed placement,495,0.509
CTS,402,0.860
global route,407,0.880
finish,396,0.850
Power is estimated from default activity; no workload was simulated.
